`./design.v`:
```
module Reg (clk, rst, rd_reg1, rd_reg2, RegWrite, wr_reg, wr_data, rd_data1, rd_data2);
input clk, rst, RegWrite;
input [5:0] rd_reg1;
input [5:0] rd_reg2;
input [5:0] wr_reg;
input [31:0] wr_data;
output [31:0] rd_data1, rd_data2;
reg [31:0] Register [0:31];
integer i;
initial begin
Register [0] = 32'd0;
Register [1] = 32'd1;
Register [2] = 32'd6;
Register [3] = 32'd34;
Register [4] = 32'd5;
Register [5] = 32'd8;
Register [6] = 32'd2;
Register [7] = 32'd67;
Register [8] = 32'd56;
Register [9] = 32'd45;
Register [10] = 32'd50;
Register [11] = 32'd41;
Register [12] = 32'd24;
Register [13] = 32'd23;
Register [14] = 32'd24;
Register [15] = 32'd35;
Register [16] = 32'd46;
Register [17] = 32'd57;
Register [18] = 32'd68;
Register [19] = 32'd29;
Register [20] = 32'd30;
Register [21] = 32'd41;
Register [22] = 32'd52;
Register [23] = 32'd53;
Register [24] = 32'd44;
Register [25] = 32'd75;
Register [26] = 32'd56;
Register [27] = 32'd57;
Register [28] = 32'd48;
Register [29] = 32'd39;
Register [30] = 32'd80;
Register [31] = 32'd91;
end
always @(posedge clk) begin
    if(rst == 1'b1) begin
    for (i = 0; i < 32 ; i++) 
    Register[i] <= 32'h00000000;
    end
    else if(RegWrite == 1'b1)
    Register[wr_reg] <= wr_data;
end
assign rd_data1 = Register[rd_reg1];
assign rd_data2 = Register[rd_reg2];
endmodule
```
`./run.sh`:
```
#!/bin/bash
# OpenROAD 26Q1-2900-gdf79404cd8, Yosys 0.63+post, stock flow scripts
make -C /OpenROAD-flow-scripts/flow DESIGN_CONFIG=/design/flow/config.mk WORK_HOME=/design/flow/orfs finish
```
`./config.mk`:
```
export PLATFORM = sky130hd
export DESIGN_NAME = Reg
export DESIGN_NICKNAME = Reg
export VERILOG_FILES = /design/flow/design.v
export SDC_FILE = /design/flow/constraint.sdc
export NUM_CORES = 4
export LEC_CHECK = 1
export CORE_UTILIZATION = 30
```
`./constraint.sdc`:
```
current_design Reg

set clk_period 9.2
set clk_io_pct 0.2

create_clock -name clk0 -period $clk_period [get_ports {clk}]

set non_clock_inputs [all_inputs -no_clocks]
set_input_delay [expr $clk_period * $clk_io_pct] -clock clk0 $non_clock_inputs
set_output_delay [expr $clk_period * $clk_io_pct] -clock clk0 [all_outputs]
```
==> commit_impl_results.txt <==
Update PnR metrics after Yosys + OpenROAD run

* Result of the run: finished clean
- Placed wire-length estimate: around 110,000 um
- For this run, the register share of the synthesized area comes to 0.545.
- Total setup violations reported at the end of the flow: 0
- The DRC violation total left in the routed layout is recorded as 0.
- Lkg Pwr: 24.1 nW
- Between the synthesized netlist and the finished layout, the area growth was recorded as 12.0%.
- Entering global routing, the biggest net connects around 92 pins.
* Worst slew pin tran: 0.931 ns
- Number of logged tool warnings: 29
* Number of detailed-routing iterations run before antenna repair: 5
- In the finished design, the share of the clock period the worst path needs comes to 0.791.
* Post-detailed-routing wire length: approximately 190,000 um
- The core region is around 190,000 um2.
- After synthesis, the mean cell area works out to around 12 um2.
- The routed design shows a via density per instance of ~5.3.
* Registers with the most flip-flops: Register: 1024 flops
* Area reported by Yosys stat: 56,500 um2
- Required time at the endpoint of the critical path: 7.36 ns
- Clock buffers created by TritonCTS: between 100 and 150
- Worst hold path stage count: 3
- Placed Instances: 6,930
- The tightest min-delay check is of the in2reg type.
- The worst path in the final design needs a cycle of about 7.3 ns, including I/O delays and setup.
- Counting flops per register, the top entry is Register.
- Setup repair after global routing left no endpoint under its margin.
- Full die area: roughly 190,000 um2
- I/O pin count: approximately 120
- STA classifies the critical path startpoint as an input port.
- Post-CTS Hold Buffers: 0
- In the final report, the number of pins over their slew limit comes to 0.
* Number of port buffers: roughly 110
- On the reported timing paths, the clock transition at the registers reads 0.06 ns.
- Weighted congestion at the end of routability-driven global placement: around 0.89
* Clock sink count: ~1,000
- According to the floorplan report, the die width is approximately 440 um.
- In this run the VDD rail shows a maximum IR drop of around 0.16 mV.
- EDFF count, synth: roughly 1,000
* Post-layout power: approximately 0.011 W
- The detailed router placed around 37,000 vias in this run.
* Most popular library cell in the synthesized design by count: sky130_fd_sc_hd__and2_1
* Total of max-cap violations: 0
- The share of the core area taken by cells at floorplan is 0.303.
- Max-slew headroom: 0.378
- In this run, distinct cell masters in the synthesized netlist total 31.
- Across every metal layer, demand over resource in global routing totals 0.207.
* Placed Area: about 60,000 um2
- The number of antenna violations at the first check in global routing came to 9.
- TritonCTS clock tree: done
- The report lists the number of standard-cell rows as about 160.
* Final count of hold timing violations: 0
- For reference, the top cells by area after synthesis are sky130_fd_sc_hd__edfxtp_1 (54%), sky130_fd_sc_hd__mux2i_1 (18%), sky130_fd_sc_hd__and2_1 (11%).
- #FFs+latches synth: 1,024
- The register with the most flip-flops in the layout has around 1,000 of them.
* Number of buffers inserted by post-CTS setup repair: 0
- Per the Yosys statistics, synthesis produced around 4,600 cells.
* H-tree depth: 3
* Final Cell Area: 63,300 um2
- Hold is met by around 2.0 ns.
- Fraction of layout cells with a size suffix above 1: 0.0838
* Setup crit end kind: output pin
* Gr ovfl total: 0
* Post-synth top area cell: sky130_fd_sc_hd__edfxtp_1
- Max Fanout on Critical Path: around 65
- Final antenna-violating net count: 0
- Maximum clock frequency: roughly 140 MHz
- After synthesis, the most frequently instantiated cells are sky130_fd_sc_hd__and2_1 (1,026), sky130_fd_sc_hd__edfxtp_1 (1,024), sky130_fd_sc_hd__mux2i_1 (1,024), sky130_fd_sc_hd__nand2_1 (195), sky130_fd_sc_hd__nand3_1 (193).
* Category of the critical setup timing path: in2out
* Synth Cell Area: 56,500 um2
- The report lists the power per cell area as roughly 180 nW/um2.
- Synth Instances: between 4,000 and 5,000
- According to the timing report, the arrival time at the worst endpoint equals 5.43 ns.
* Starting DRC count in detailed routing: between 2,000 and 2,500
* Sum of negative setup slack: 0 ns
* Root buf cell: sky130_fd_sc_hd__clkbuf_16
* Vias in the first global route: 38,261
- Drt wl/cell: between 20 and 30 um
* Async SR Flop Fraction: 0
* Warnings, synthesis: 1
- Filler-free cell count of the finished design: between 7,000 and 8,000
- Die y size: roughly 440 um
* Flip-flop cell with the highest count after synthesis: sky130_fd_sc_hd__edfxtp_1
- Gates resized during post-CTS repair numbered 0.
* Area share, top type: 0.545
* Buffer levels on the longest clock path: 3
- The first global-routing pass estimated roughly 270,000 um of wire.
[critical path: stages]
cell	delay (ns)
sky130_fd_sc_hd__clkdlybuf4s50_1	0.69
sky130_fd_sc_hd__nor2b_4	0.74
sky130_fd_sc_hd__buf_12	0.48
sky130_fd_sc_hd__a22o_1	0.21
sky130_fd_sc_hd__nor3_1	0.05
sky130_fd_sc_hd__a31oi_1	0.57
sky130_fd_sc_hd__nand3_1	0.30
sky130_fd_sc_hd__clkdlybuf4s50_1	0.49
[cells in the final DEF (no fill, tap or decap), drive strengths merged, types with 6 or more instances in the layout]
master	netlist	final
nor2	36	36
nand3	194	194
a31oi	64	64
buf	189	147
nor3	64	64
diode	0	6
a22o	128	128
edfxtp	1024	1024
bufinv	0	15
clkdlybuf4s50	0	111
mux2i	1024	1024
and2	1026	1026
or2	34	34
a21oi	192	192
clkbuf	259	126
a22oi	192	192
nand2	196	196
clkinv	0	46
[cell type report]
cell class / count / area, um2
diodes: 6 / 15.0
clock inverters: 68 / 749
multi-input cells: 3168 / 23500
flip-flops and latches: 1024 / 30700
clock buffers: 126 / 2770
well taps: 2480 / 3100
repair buffers: 258 / 2400
fillers: 17852 / 123000
[logic make-up after synthesis]
family / synth area share
mux: 0.182
compound gates: 0.0695
flops: 0.545
simple gates: 0.161
buf+inv: 0.0434
[where the power goes]
part	total, W	switching (W)	internal [W]	leakage [nW]
sequential	0.00550	0.000117	0.00538	9.74
clock	0.00444	0.00187	0.00256	1.73
combinational	0.00134	0.000851	0.000488	12.7
[per-stage QoR]
| step | setup slack [ns] | utilization |
|---|---|---|
| 2_1_floorplan | 4.47 | - |
| 3_3_place_gp | 2.03 | 0.321 |
| 3_5_place_dp | 2.05 | 0.321 |
| 4_1_cts | 2.04 | 0.340 |
| 5_1_grt | 1.91 | 0.340 |
| 6_report | 1.93 | 0.340 |
[worst paths after layout]
check	start	to	slack (ns)
worst max-delay path	rd_reg2[2]	rd_data2[13]	1.93
worst min-delay path	wr_data[27]	Register[24][27]	2.04
[metal layers]
layer / GRT usage / part of all wire
met1: 0.236 / 0.35
met2: 0.326 / 0.47
met3: 0.106 / 0.12
met4: 0.0928 / 0.054
met5: 0.00302 / 0.00048
Power figures rest on the tool's default switching activity, not on a simulated workload.
