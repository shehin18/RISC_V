**design/flow/design.v**
```verilog
module Instruction_mem (instruction, read_address, rst);
input rst;
input [31:0] read_address;
output [31:0] instruction;
    reg [31:0] Ins_memory [0:63];  
integer i;
assign instruction = Ins_memory[read_address];
always @(posedge clk) begin
    if(rst == 1'b1) begin
        for (i = 0; i < 64; i++) begin
            Ins_memory[i] <= 32'h00000000; end
    end
    else if(rst == 1'b0)
    Ins_memory[0] <= 32'b0000000_11001_01010_000_1010_0110011;  
    Ins_memory[4] <= 32'b0000000_11001_01010_000_01010_0110011;  
    Ins_memory[8] <= 32'b0000000_00000_01010_011_01001_0000011;  
    Ins_memory[12] <= 32'b0000000_11000_01001_001_01100_1100011;  
    Ins_memory[16] <= 32'b0000000_00001_10110_000_10110_0010011;  
    Ins_memory[20] <= 32'b1111111_00000_00000_000_01101_1100011;  
end
endmodule
```
**design/flow/run.sh**
```bash
#!/bin/bash
# OpenROAD 26Q1-2900-gdf79404cd8, Yosys 0.63+post, stock flow scripts
make -C /OpenROAD-flow-scripts/flow DESIGN_CONFIG=/design/flow/config.mk WORK_HOME=/design/flow/orfs finish
```
**design/flow/config.mk**
```make
export PLATFORM = sky130hd
export DESIGN_NAME = Instruction_mem
export DESIGN_NICKNAME = Instruction_mem
export VERILOG_FILES = /design/flow/design.v
export SDC_FILE = /design/flow/constraint.sdc
export NUM_CORES = 4
export LEC_CHECK = 1
export CORE_AREA = 10 10 70 70
export DIE_AREA = 0 0 80 80
```
**design/flow/constraint.sdc**
```tcl
current_design Instruction_mem

set clk_period 1.2
set clk_io_pct 0.2

create_clock -name clk0 -period $clk_period

set non_clock_inputs [all_inputs -no_clocks]
set_input_delay [expr $clk_period * $clk_io_pct] -clock clk0 $non_clock_inputs
set_output_delay [expr $clk_period * $clk_io_pct] -clock clk0 [all_outputs]
```
==> flow_metrics.env <==
# physical design summary
export IMPL_warnings=62
export IMPL_synth_cell_types=25
export IMPL_wl_um=1690
export IMPL_yosys_stat_area_um2=387.9
export IMPL_route_vias_total=507
export IMPL_timing_critical_path_max_delay_family="simple AND/OR/NAND/NOR gates"
export IMPL_arrival_time_reported_for_the_critical_path_endpoint_ns=1.32
export IMPL_n_antenna_cell=0
export IMPL_top_level_ports=65
export IMPL_seq_cell_count=0
export IMPL_wire_per_inst_um=11.66
export IMPL_worstPathBufferInverterCount=4
export IMPL_rsz0062_at_grt="true"
export IMPL_critical_path_slowest_cell="or4_4"
export IMPL_syn_mean_instance_area_um2=7.183
export IMPL_std_cell_rows=21
export IMPL_yosys_area_top_type_share=0.3290
export IMPL_power_ir_vdd_worst_mv=0.04946
export IMPL_floorplan_initialDensity=0.1136
export IMPL_globalRouteOverflowTotal=0
export IMPL_fin_area_um2=908.4
export IMPL_yosysSeqAreaShare=0
export IMPL_cap_violations=0
export IMPL_power_density_mw_per_mm2=228.0
export IMPL_wl_met3_um=176
export IMPL_violations="setup timing"
export IMPL_die_height_um=80
export IMPL_total_leakage_power_nw=0.4754
export IMPL_min_delay_path_class="in2out"
export IMPL_dr_pass1_iters=3
export IMPL_layout_clock_buffers=0
export IMPL_final_core_utilization=0.2659
export IMPL_layout_cells_non_filler=145
export IMPL_worstPathCellList="buf_6 -> buf_6 -> or4_4 -> buf_6 -> nor3_4 -> buf_2"
export IMPL_fmax_mhz=640.0
export IMPL_dr_wl_met2_um=837
export IMPL_dr_max_layer_used="met3"
export IMPL_dieArea_mm2=0.006400
export IMPL_finalMaxSlewViolations=0
export IMPL_dieWidth_um=80
export IMPL_detail_route_wirelength_met1_um=677
export IMPL_synthesis_area_um2=387.9
export IMPL_areaGrowthSynthToFinish_pct=134.2
export IMPL_iteration_0_drc_count_of_the_detailed_router=16
export IMPL_port_buffer_count=33
export IMPL_path_class="in2out"
export IMPL_largest_fanout_of_any_net_on_the_critical_path=5
export IMPL_critical_path_max_stage_delay_ns=0.53
export IMPL_total_global_routing_track_utilization=0.04992
export IMPL_avgViaCountPerCell=3.497
export IMPL_layout_area_seq_um2=0
export IMPL_yosysWarningCount=4
export IMPL_synth_cells=54
export IMPL_critPathMostFrequentCell="buf_6"
export IMPL_remaining_drc_errors=0
export IMPL_yosys_area_top_type="buf_4"
export IMPL_grt_max_degree=11
export IMPL_grt_pass1_vias=510
export IMPL_yosys_cells=54
export IMPL_cts_stage_hold_buffer_count=0
export IMPL_area_leaders="buf_4 (33%), nor3_2 (10%), nand2b_1 (4.8%), a21oi_1 (3.9%), buf_2 (3.9%)"
export IMPL_grt_antenna_before_repair=0
export IMPL_wire_length_of_the_first_global_routing_pass_um=2704
export IMPL_worst_setup_slack_final_ns=-0.3625
export IMPL_finalHoldWorstSlack_ns=0.8101
export IMPL_placed_cell_area_um2=706.9
export IMPL_dp_cells=123
export IMPL_cp_start_kind="input port"
export IMPL_place_congestion=0.7754
export IMPL_final_layout_size_suffix_gt1_frac=0.8485
export IMPL_cp_end_kind="output port"
export IMPL_layout_min_cycle_time_ns=1.562
export IMPL_detailedPlacementHpwl_um=1226
export IMPL_min_period_over_period=1.302
export IMPL_antenna_violating_nets_post_route=0
export IMPL_outcome="finished with violations"
export IMPL_finalSetupViolCount=27
export IMPL_totalPowerFinal_w=0.0002071
export IMPL_coreArea_mm2=0.003416
export IMPL_timing_hold_violations_final=0
export IMPL_required_time_at_the_endpoint_of_the_critical_path_ns=0.96
logic make-up (layout without fill, tap and decap cells):
logic type | after synthesis | in the layout | synth area share
simple gates | 21 | 21 | 0.3968
compound gates | 7 | 7 | 0.1322
xor+xnor | 2 | 2 | 0.04517
other cells | 1 | 5 | 0.009668
buf+inv | 23 | 64 | 0.4161
routing by layer:
metal	track usage	up-vias
li1	-	250
met1	0.06213	239
met2	0.08587	18
met3	0.01705	0
met4	0	0
met5	0	-
Yosys cell counts:
cell type / number
nor3b_2: 1
nand3b_1: 2
conb_1: 1
xnor2_1: 1
nand2_1: 1
nor3_1: 2
and3_1: 1
buf_2: 3
buf_4: 17
a211oi_2: 1
or4_4: 1
inv_1: 1
inv_2: 1
o211a_1: 1
a21oi_2: 1
or4b_1: 1
o21ai_0: 1
a21oi_1: 3
xor2_1: 1
nor2_1: 3
nor3_2: 4
buf_6: 1
nand2b_1: 3
or3b_1: 1
or3_1: 1
power breakdown:
group	internal, W	switching, W	leakage [nW]
sequential	0	0	0
clock	0	0	0
combinational	0.000122	0.0000853	0.475
metrics by stage:
stage | setup WS, ns | setup TNS (ns)
after floorplan | -0.07699 | -0.6670
after global placement | -1.031 | -25.55
after detailed placement | -1.040 | -25.80
after CTS | -0.4794 | -7.759
after global routing | -0.4052 | -7.994
final | -0.3625 | -6.898
cell type report:
cell class / count / area [µm²]
repair buffers: 62 / 501.7
multi-input cells: 35 / 341.6
inverters: 2 / 7.507
well taps: 46 / 57.56
fillers: 362 / 2507
worst paths after layout:
| path | slack (ns) | end | start | cells after the start |
|---|---|---|---|---|
| max | -0.36 | instruction[15] | read_address[1] | 6 |
| min | 0.81 | instruction[7] | read_address[2] | 4 |
cells in the final DEF, fill, tap and decap left out:
master / count
clkdlybuf4s50_1: 1
nand2_1: 1
xnor2_2: 1
inv_2: 1
buf_4: 13
buf_6: 23
a21oi_2: 4
nor2_2: 1
buf_8: 1
nor3_1: 1
or4b_4: 1
or3_4: 1
nor2_4: 2
nand2b_4: 3
nor3_2: 2
nand3b_1: 2
xor2_1: 1
conb_1: 5
or4_4: 1
a211oi_2: 1
nor3_4: 3
buf_2: 24
inv_1: 1
o21ai_1: 1
or3b_4: 1
and3_1: 1
nor3b_4: 1
o211a_1: 1
what timing repair did:
item,4_1_cts,5_1_grt
hold endpoints to repair,0,0
pin swaps,14,10
endpoints found under the setup margin,27,27
gates resized,143,7
setup buffers,18,4
Power is estimated from default activity; no workload was simulated.
