<file path="design.v">
module ALU (A, B, ALU_control, Zero, ALU_result, clk);
input clk;
input [31:0] A, B;
input [3:0] ALU_control;
output reg Zero;
output reg [31:0] ALU_result;
    always @(posedge clk) begin
    case (ALU_control)
        4'b0000: begin
        Zero <= 0;
        ALU_result <= A & B;
        end
        4'b0001: begin
        Zero <= 0;
        ALU_result <= A | B;
        end
        4'b0010: begin
        Zero <= 0;
        ALU_result <= A + B;
        end
        4'b0110: begin
            if(A == B)
            Zero <= 1;
            else begin
            Zero <= 0;
            ALU_result <= A - B; end     
        end
        default: begin
        Zero <= 0;
        ALU_result <= A;
        end
    endcase
end
endmodule
</file>
<file path="run.sh">
#!/bin/bash
# OpenROAD 26Q1-2900-gdf79404cd8, Yosys 0.63+post, stock flow scripts
make -C /OpenROAD-flow-scripts/flow DESIGN_CONFIG=/design/flow/config.mk WORK_HOME=/design/flow/orfs finish
</file>
<file path="config.mk">
export PLATFORM = sky130hd
export DESIGN_NAME = ALU
export DESIGN_NICKNAME = ALU
export VERILOG_FILES = /design/flow/design.v
export SDC_FILE = /design/flow/constraint.sdc
export NUM_CORES = 4
export LEC_CHECK = 1
export CORE_UTILIZATION = 30
</file>
<file path="constraint.sdc">
current_design ALU

set clk_period 24.5
set clk_io_pct 0.2

create_clock -name clk0 -period $clk_period [get_ports {clk}]

set non_clock_inputs [all_inputs -no_clocks]
set_input_delay [expr $clk_period * $clk_io_pct] -clock clk0 $non_clock_inputs
set_output_delay [expr $clk_period * $clk_io_pct] -clock clk0 [all_outputs]
</file>
==> impl_metrics.json <==
{
  "hold_buffers": 0,
  "cts_setup_buffers": 0,
  "clk_path_buf_depth": 2,
  "ys_types": 67,
  "pwr-share-seq": 0.247,
  "ys.flops": 33,
  "warnings": 97,
  "pwr-share-comb": 0.473,
  "cts_repair_resize_count": 0,
  "critPathSlowestCell": "clkdlybuf4s50_1",
  "wire_per_inst_um": 17.2,
  "grtUsageTotal": 0.198,
  "area_growth_pct": 23.3,
  "relSlewSlack": 0.501,
  "hold_path_class": "input port to register",
  "dp_slack_ns": 15.80,
  "ys_cells": 816,
  "worst_pin_slew_ns": 0.746,
  "die_w_um": 145,
  "fp_util": 0.310,
  "drv_cap": 0,
  "yosysSeqAreaShare": 0.160,
  "ys_sh_simple": 0.155,
  "vias_per_cell": 5.32,
  "antenna_cells": 0,
  "grt_max_degree": 33,
  "rows": 51,
  "htreeDepth": 2,
  "firstDrtPassIters": 5,
  "cts_tree": "yes",
  "fa_ha_area_frac": 0.219,
  "ys_sh_mux": 0.0115,
  "dp_hpwl_mm": 15.4,
  "clock-sinks": 33,
  "fin_area_mm2": 0.00753,
  "comb_area_mm2": 0.00461,
  "max_stage_delay_ns": 0.57,
  "antenna_left": 0,
  "p_leak_nw": 3.24,
  "final.min_clock_period_ns": 8.39,
  "dieArea_mm2": 0.0209,
  "io_pins": 102,
  "hp-start": "A[9]",
  "fill_cells": 2029,
  "cts.clk_slew.worst_paths_ns": 0.06,
  "drt_iter0_drc": 417,
  "power.total_mw": 0.285,
  "core_area_mm2": 0.0197,
  "avgSynthCellArea_um2": 7.49,
  "synthAoiAreaFrac": 0.332,
  "setup_slack_ns": 16.11,
  "worstSetupEndpointType": "register",
  "power.switching_mw": 0.106,
  "io_buffers": 101,
  "edf_count": 32,
  "crit_arrival_ns": 8.40,
  "gp_congestion": 0.956,
  "via_count": 6151,
  "grt-ovfl-total": 0,
  "critPathLaunchType": "input port",
  "cp.required_ns": 24.51,
  "slew_violations": 0,
  "cp_top_family": "simple AND/OR/NAND/NOR gates",
  "xor_share": 0.0358,
  "drcViolationCount": 0,
  "cts_root_buf": "clkbuf_16",
  "crit_type": "input port to register",
  "synth_async_sr_flop_share": 0,
  "cts_made_buffers": 5,
  "drive_gt1_frac": 0.0359,
  "status": "finished clean",
  "synth_warnings": 1,
  "post-route-period-util": 0.343,
  "swShare": 0.372,
  "internal_power_mw": 0.179,
  "rsz0062_at_grt": "no",
  "ys.flop_type": "edfxtp_1",
  "power.density_mw_per_mm2": 37.8,
  "synthCells": 816,
  "hold-path-cell-count": 3,
  "cp_max_fo": 24,
  "crit_buf_inv": 4,
  "path_cells": "clkdlybuf4s50_1, inv_1, ha_1, or3_1, nor4_1, and2_1, nand4_1, nor4_1, inv_1, buf_4",
  "routed_wirelength_mm": 19.9,
  "setup_viol": 0,
  "holdPathEnd": "ALU_result[9]$_DFFE_PP_",
  "layout.area.seq_um2": 981,
  "netlist_area_mm2": 0.00611,
  "dpl_cell_area_mm2": 0.00736,
  "hold_viol_final": 0,
  "tns_ns": 0,
  "max_freq_mhz": 119,
  "grt_pass1_wl_mm": 31.5,
  "grt_pass1_vias": 5897,
  "synth.comb.largest_family": "AND-OR/OR-AND gates",
  "dieHeight_um": 145,
  "ys_chip_area_mm2": 0.00611,
  "vdd_drop_max_uv": 24.8,
  "antenna_found_initial": 0,
  "pwr-share-clk": 0.279
}
## power by group through the flow
stage / clock, mW / sequential (mW) / combinational, mW
after CTS: 0.0819 / 0.0705 / 0.134
final: 0.0794 / 0.0704 / 0.135
after global routing: 0.0834 / 0.0711 / 0.150
## per-stage QoR
step | std cells | util | hold slack, ns
after floorplan | 816 | - | 5.11
after global placement | 1149 | 0.373 | 5.60
after detailed placement | 1149 | 0.373 | 5.59
after CTS | 1157 | 0.382 | 5.41
after global routing | 1157 | 0.382 | 5.44
final | 1157 | 0.382 | 5.40
## metal layers
metal / vias up / GRT usage / part of all wire
met3: 22 / 0.0268 / 0.056
met2: 178 / 0.296 / 0.42
li1: 3108 / - / -
met1: 2843 / 0.308 / 0.51
met5: - / 0 / 0
met4: 0 / 0.0349 / 0.018
## tightest hold or removal path, delay by kind of cell
kind                   cells  cell delay, ns
AND-OR/OR-AND              2            0.17
buffers and inverters      1            0.52
## flip-flops by register name, summed over array words and instances (netlist names)
name        cells
ALU_result     32
Zero            1
## cells by family after synthesis
logic type                 after synthesis
AOI/OAI and AO/OA                      306
and+or+nand+nor                        199
buffers and inverters                  140
adders and majority gates              106
DFF                                     33
xor gates and xnor gates                25
muxes                                    7
## worst max path at each step
stage / from / endpoint / slack [ns] / depth (start not counted)
global route: A[22] / ALU_result[13]$_DFFE_PP_ / 15.75 / 10
finish: A[22] / ALU_result[13]$_DFFE_PP_ / 16.11 / 10
CTS: A[22] / ALU_result[13]$_DFFE_PP_ / 16.10 / 10
## synthesized netlist by cell type, types with 8 or more instances
cell	number	area share
o21ai_0	72	0.059
nor4_1	8	0.0082
o31ai_1	21	0.026
xnor2_1	21	0.030
nor3_1	19	0.016
inv_1	100	0.061
ha_1	104	0.21
a21o_1	14	0.017
a211oi_1	11	0.014
nand4_1	8	0.0082
o211ai_1	14	0.017
a221oi_1	23	0.033
o21bai_1	11	0.014
nand3_1	11	0.0090
clkbuf_1	36	0.022
a21oi_1	79	0.065
nand2_1	37	0.023
a31oi_1	9	0.0092
edfxtp_1	32	0.16
nor2b_1	15	0.015
nor2_1	74	0.045
## cell type report
type	instances	area share
clock inverters	1	0.00399
well taps	265	0.0440
multi-input cells	643	0.612
clock buffers	7	0.0189
flip-flops and latches	33	0.130
repair buffers	108	0.141
inverters	100	0.0498
## layout by cell type, fill, tap and decap left out, types with 3 or more instances in the layout
cell type,n
o21bai_1,11
nand2b_1,6
a21o_1,14
o211ai_1,14
xnor2_1,21
o21ai_0,72
nor2_1,74
nand4_1,8
a221oi_1,23
a2111oi_0,3
xor2_1,4
ha_1,104
nor4_1,8
o32a_1,4
a21oi_1,79
nand2_1,37
nor2b_1,15
o211a_1,3
or2_2,6
edfxtp_1,32
clkbuf_16,5
o31a_1,4
o22ai_1,3
nand3_1,11
and2_1,3
inv_1,100
buf_4,7
o21a_1,4
o31ai_1,21
and3_1,3
clkdlybuf4s50_1,101
mux2i_1,7
a31oi_1,9
a211oi_1,11
nor3_1,18
Power is estimated from default activity; no workload was simulated.
